<file path="flow/design.v">
module CounterN #(parameter WIDTH = 8, parameter N = 10) (clk, rst, en, count, co);
input clk;
input rst;
input en;
output reg [WIDTH-1:0] count;
output co;
	always @(posedge clk or posedge rst) begin
		if (rst)
			count <= {WIDTH{1'b0}};
		else if (en) begin
			if (count == N-1)
				count <= {WIDTH{1'b0}};
			else
				count <= count + 1'b1;
		end
	end
	assign co = (count == N-1);
endmodule 
module MAC (clk, rst, init, enMac, data, weight, macResult);  
input clk;
input rst;
input init;
input enMac;
input [7:0] data;
input [7:0] weight;
output [20:0] macResult;
	wire [14:0] multiplyResult;  
	assign multiplyResult[13:0] = data[6:0] * weight[6:0];
	assign multiplyResult[14] = data[7] ^ weight[7];
	wire [20:0] accumulation;  
	SignMagnitudeAdder #(.WIDTH_A(21), .WIDTH_B(15), .WIDTH_RESULT(21)) accumulateAdder (
		.A(macResult), 
		.B(multiplyResult), 
		.result(accumulation)
		);
	Register #(.WIDTH(21)) macReg (
			.clk(clk),
			.rst(rst),
			.d(accumulation),
			.en(enMac),
			.init(init),
			.q(macResult)
			);
endmodule 
module Mux4x1 #(parameter WIDTH = 8) (inp0, inp1, inp2, inp3, sel, out);
input [WIDTH-1:0] inp0;
input [WIDTH-1:0] inp1;
input [WIDTH-1:0] inp2;
input [WIDTH-1:0] inp3;
input [1:0] sel;
output [WIDTH-1:0] out;
	assign out = (sel == 2'd0)? inp0:
			(sel == 2'd1)? inp1:
			(sel == 2'd2)? inp2:
			(sel == 2'd3)? inp3:
			{WIDTH{1'bz}};
endmodule 
module NeuralNetwork (clk, rst, start, inputLayer, result, ready);
input clk;
input rst;
input start;
input [8*62-1:0] inputLayer;
output [3:0] result;
output ready;
	wire initNeurons, enCounter62, enCounter30, enMac, enReLU, enOutputLayerReg, coCounter62, coCounter30;
	wire [1:0] selStage;
	wire [2:0] enHiddenLayerReg;
	NeuralNetwork_Datapath datapath(
			.clk(clk), 
			.rst(rst), 
			.inputLayer(inputLayer),
			.selStage(selStage), 
			.initNeurons(initNeurons), 
			.enCounter62(enCounter62), 
			.enCounter30(enCounter30), 
			.enMac(enMac), 
			.enReLU(enReLU), 
			.enHiddenLayerReg(enHiddenLayerReg), 
			.enOutputLayerReg(enOutputLayerReg), 
			.coCounter62(coCounter62), 
			.coCounter30(coCounter30), 
			.result(result)
			);
	NeuralNetwork_Controller controller (
			.clk(clk), 
			.rst(rst), 
			.start(start), 
			.coCounter62(coCounter62), 
			.coCounter30(coCounter30), 
			.selStage(selStage), 
			.initNeurons(initNeurons), 
			.enCounter62(enCounter62), 
			.enCounter30(enCounter30), 
			.enMac(enMac), 
			.enReLU(enReLU), 
			.enHiddenLayerReg(enHiddenLayerReg), 
			.enOutputLayerReg(enOutputLayerReg), 
			.ready(ready)
			);
endmodule 
module NeuralNetwork_Controller (clk, rst, start, coCounter62, coCounter30, selStage, initNeurons, 
	enCounter62, enCounter30, enMac, enReLU, enHiddenLayerReg, enOutputLayerReg, ready);
input clk;
input rst;
input start;
input coCounter62;
input coCounter30;
output reg [1:0] selStage;
output reg initNeurons;
output reg enCounter62;
output reg enCounter30;
output reg enMac;
output reg enReLU;
output reg [2:0] enHiddenLayerReg;
output reg enOutputLayerReg;
output reg ready;
	reg [4:0] ns;
	wire [4:0] ps;
	parameter Idle = 5'd0, 
		Stage0_Init = 5'd1, Stage0_Mac = 5'd2, Stage0_ReLU = 5'd3, Stage0_Save = 5'd4, 
		Stage1_Init = 5'd5, Stage1_Mac = 5'd6, Stage1_ReLU = 5'd7, Stage1_Save = 5'd8,
		Stage2_Init = 5'd9, Stage2_Mac = 5'd10, Stage2_ReLU = 5'd11, Stage2_Save = 5'd12,
		Stage3_Init = 5'd13, Stage3_Mac = 5'd14, Stage3_ReLU = 5'd15, Stage3_Save = 5'd16;
	always @* begin
		ns = 5'b0;
		case(ps) 
		Idle: ns = start? Stage0_Init: Idle;
		Stage0_Init: ns = Stage0_Mac;
		Stage0_Mac: ns = coCounter62? Stage0_ReLU: Stage0_Mac;
		Stage0_ReLU: ns = Stage0_Save;
		Stage0_Save: ns = Stage1_Init;
		Stage1_Init: ns = Stage1_Mac;
		Stage1_Mac: ns = coCounter62? Stage1_ReLU: Stage1_Mac;
		Stage1_ReLU: ns = Stage1_Save;
		Stage1_Save: ns = Stage2_Init;
		Stage2_Init: ns = Stage2_Mac;
		Stage2_Mac: ns = coCounter62? Stage2_ReLU: Stage2_Mac;
		Stage2_ReLU: ns = Stage2_Save;
		Stage2_Save: ns = Stage3_Init;
		Stage3_Init: ns = Stage3_Mac;
		Stage3_Mac: ns = coCounter30? Stage3_ReLU: Stage3_Mac;
		Stage3_ReLU: ns = Stage3_Save;
		Stage3_Save: ns = Idle;
		default: ns = Idle;
		endcase
	end
	always @(ps) begin
		selStage = 2'b0; enHiddenLayerReg = 3'b0;
		{initNeurons, enCounter62, enCounter30, 
		  enMac, enReLU, enOutputLayerReg, ready} = 9'b0;
		case(ps)
		Idle: ready = 1'b1;
		Stage0_Init: begin selStage=2'b00; initNeurons = 1'b1; end
		Stage0_Mac: begin selStage=2'b00; {enCounter62, enMac} = 2'b11; end
		Stage0_ReLU: begin selStage=2'b00; enReLU = 1'b1; end
		Stage0_Save: begin selStage=2'b00; enHiddenLayerReg[0] = 1'b1; end
		Stage1_Init: begin selStage=2'b01; initNeurons = 1'b1; end
		Stage1_Mac: begin selStage=2'b01; {enCounter62, enMac} = 2'b11; end
		Stage1_ReLU: begin selStage=2'b01; enReLU = 1'b1; end
		Stage1_Save: begin selStage=2'b01; enHiddenLayerReg[1] = 1'b1; end
		Stage2_Init: begin selStage=2'b10; initNeurons = 1'b1; end
		Stage2_Mac: begin selStage=2'b10; {enCounter62, enMac} = 2'b11; end
		Stage2_ReLU: begin selStage=2'b10; enReLU = 1'b1; end
		Stage2_Save: begin selStage=2'b10; enHiddenLayerReg[2] = 1'b1; end
		Stage3_Init: begin selStage=2'b11; initNeurons = 1'b1; end
		Stage3_Mac: begin selStage=2'b11; {enCounter30, enMac} = 2'b11; end
		Stage3_ReLU: begin selStage=2'b11; enReLU = 1'b1; end
		Stage3_Save: begin selStage=2'b11; enOutputLayerReg = 1'b1; end
		endcase
	end
	Register #(.WIDTH(5)) stateReg(
			.clk(clk), 
			.rst(rst), 
			.d(ns), 
			.en(1'b1), 
			.init(1'b0), 
			.q(ps)
			);
endmodule
module NeuralNetwork_Datapath (clk, rst, inputLayer, selStage, initNeurons, 
	enCounter62, enCounter30, enMac, enReLU, enHiddenLayerReg, enOutputLayerReg, 
	coCounter62, coCounter30, result);
input clk; 
input rst;
input [8*62-1:0] inputLayer;
input [1:0] selStage;  
input initNeurons;
input enCounter62;
input enCounter30;
input enMac; 
input enReLU;
input [2:0] enHiddenLayerReg;  
input enOutputLayerReg;
output coCounter62;
output coCounter30;
output reg [3:0] result;
	genvar i,j,k;
	integer m;
	wire [7:0] inputLayer_Array[0:61];
	generate  
		for (i = 0; i < 62; i = i+1) begin : flat_to_arr_input
			assign inputLayer_Array[i] = inputLayer[i*8+7 : i*8];
		end
	endgenerate
	reg [7:0] Bh_Array[0:29], Bo_Array[0:9];
	reg [7:0] Wh_Array[0:29][0:61], Wo_Array[0:9][0:29];
	wire [5:0] counter62count;
	CounterN #(.WIDTH(6), .N(62)) counter62 (
			.clk(clk), 
			.rst(rst), 
			.en(enCounter62), 
			.count(counter62count), 
			.co(coCounter62)
			);
	wire [5:0] counter30count;
	CounterN #(.WIDTH(6), .N(30)) counter30 (
			.clk(clk), 
			.rst(rst), 
			.en(enCounter30), 
			.count(counter30count), 
			.co(coCounter30)
			);
	wire [7:0] hiddenLayerRegIn[0:29], hiddenLayerRegOut[0:29];
	generate
		for (i = 0; i < 10; i = i+1) begin : hidden_layer_regs_stage0
			Register #(.WIDTH(8)) HiddenLayerReg (
				.clk(clk),
				.rst(rst),
				.d(hiddenLayerRegIn[i]),
				.en(enHiddenLayerReg[0]),
				.init(1'b0),
				.q(hiddenLayerRegOut[i])
				);
		end
		for (i = 10; i < 20; i = i+1) begin : hidden_layer_regs_stage1
			Register #(.WIDTH(8)) HiddenLayerReg (
				.clk(clk),
				.rst(rst),
				.d(hiddenLayerRegIn[i]),
				.en(enHiddenLayerReg[1]),
				.init(1'b0),
				.q(hiddenLayerRegOut[i])
				);
		end
		for (i = 20; i < 30; i = i+1) begin : hidden_layer_regs_stage2
			Register #(.WIDTH(8)) HiddenLayerReg (
				.clk(clk),
				.rst(rst),
				.d(hiddenLayerRegIn[i]),
				.en(enHiddenLayerReg[2]),
				.init(1'b0),
				.q(hiddenLayerRegOut[i])
				);
		end
	endgenerate
	wire [7:0] outputLayerRegIn[0:9], outputLayerRegOut[0:9];
	generate
		for (i = 0; i < 10; i = i+1) begin : output_layer_regs_stage3
			Register #(.WIDTH(8)) OutputLayerReg (
				.clk(clk),
				.rst(rst),
				.d(outputLayerRegIn[i]),
				.en(enOutputLayerReg),
				.init(1'b0),
				.q(outputLayerRegOut[i])
				);
		end
	endgenerate
	wire [7:0] neuronDataInput, neuronWeightInput[0:9], neuronBiasInput[0:9];
	wire [7:0] stage0DataMuxOut, stage1DataMuxOut, stage2DataMuxOut, stage3DataMuxOut;
	wire [7:0] stage0WeightMuxOut[0:9], stage1WeightMuxOut[0:9], stage2WeightMuxOut[0:9], stage3WeightMuxOut[0:9];
	wire [7:0] stage0BiasMuxOut[0:9], stage1BiasMuxOut[0:9], stage2BiasMuxOut[0:9], stage3BiasMuxOut[0:9];
	assign stage0DataMuxOut = inputLayer_Array[counter62count];
	assign stage1DataMuxOut = stage0DataMuxOut;
	assign stage2DataMuxOut = stage0DataMuxOut;
	assign stage3DataMuxOut = hiddenLayerRegOut[counter30count];
	Mux4x1 #(.WIDTH(8)) NeuronDataInputMux (
		.inp0(stage0DataMuxOut),
		.inp1(stage1DataMuxOut),
		.inp2(stage2DataMuxOut),
		.inp3(stage3DataMuxOut),
		.sel(selStage),
		.out(neuronDataInput)
		);
	generate
		for (i = 0; i < 10; i = i+1) begin : gen_weight_inputs
			assign stage0WeightMuxOut[i] = Wh_Array[i][counter62count];
			assign stage1WeightMuxOut[i] = Wh_Array[10+i][counter62count];
			assign stage2WeightMuxOut[i] = Wh_Array[20+i][counter62count];
			assign stage3WeightMuxOut[i] = Wo_Array[i][counter30count];	
			Mux4x1 #(.WIDTH(8)) NeuronWeightInputMux (
				.inp0(stage0WeightMuxOut[i]),
				.inp1(stage1WeightMuxOut[i]),
				.inp2(stage2WeightMuxOut[i]),
				.inp3(stage3WeightMuxOut[i]),
				.sel(selStage),
				.out(neuronWeightInput[i])
				);	
		end
	endgenerate
	generate
		for (i = 0; i < 10; i = i+1) begin : gen_bias_inputs
			assign stage0BiasMuxOut[i] = Bh_Array[i];
			assign stage1BiasMuxOut[i] = Bh_Array[10+i];
			assign stage2BiasMuxOut[i] = Bh_Array[20+i];
			assign stage3BiasMuxOut[i] = Bo_Array[i];
			Mux4x1 #(.WIDTH(8)) NeuronBiasInputMux (
				.inp0(stage0BiasMuxOut[i]),
				.inp1(stage1BiasMuxOut[i]),
				.inp2(stage2BiasMuxOut[i]),
				.inp3(stage3BiasMuxOut[i]),
				.sel(selStage),
				.out(neuronBiasInput[i])
				);	
		end
	endgenerate
	wire [7:0] neuronResult[0:9];
	generate
		for (i = 0; i < 10; i = i+1) begin : gen_neurons
			Neuron neuron (
				.clk(clk), 
				.rst(rst), 
				.init(initNeurons), 
				.enMac(enMac), 
				.enReLU(enReLU), 
				.data(neuronDataInput), 
				.weight(neuronWeightInput[i]), 
				.bias(neuronBiasInput[i]), 
				.neuronResult(neuronResult[i])
				);
			assign hiddenLayerRegIn[i] = neuronResult[i];
			assign hiddenLayerRegIn[10+i] = neuronResult[i];
			assign hiddenLayerRegIn[20+i] = neuronResult[i];
			assign outputLayerRegIn[i] = neuronResult[i];
		end
	endgenerate
	reg [7:0] maxOutputData;
	always @* begin
		result = 4'b0;
		maxOutputData = outputLayerRegOut[0];
		for (m = 1; m < 10; m = m+1) begin
			if (maxOutputData < outputLayerRegOut[m]) begin
				result = m[3:0];
				maxOutputData = outputLayerRegOut[m];
			end
		end		
	end
endmodule 
module Neuron (clk, rst, init, enMac, enReLU, data, weight, bias, neuronResult);  
input clk;
input rst;
input init;
input enMac;
input enReLU;
input [7:0] data;
input [7:0] weight;
input [7:0] bias;
output [7:0] neuronResult;
	wire [20:0] macResult;
	MAC mac (
		.clk(clk), 
		.rst(rst), 
		.init(init), 
		.enMac(enMac),
		.data(data), 
		.weight(weight), 
		.macResult(macResult)
		); 
	wire [20:0] alignedBias;  
	assign alignedBias[19:0] = bias[6:0] * 8'b0111_1111;
	assign alignedBias[20] = bias[7];
	wire [20:0] BiasedMac;  
	SignMagnitudeAdder #(.WIDTH_A(21), .WIDTH_B(21), .WIDTH_RESULT(21)) macAndBiasAdder (
		.A(macResult), 
		.B(alignedBias), 
		.result(BiasedMac)
		);
	wire [20:0] ShiftedBiasedMac;  
	assign ShiftedBiasedMac[19:0] = BiasedMac[19:0] >> 9;
	assign ShiftedBiasedMac[20] = BiasedMac[20];
	wire [20:0] ReLUresult;  
	assign ReLUresult = ShiftedBiasedMac[20]? 21'd0: ShiftedBiasedMac;
	wire [7:0] saturatedResult;  
	assign saturatedResult = (|ReLUresult[19:7])?  
					(ReLUresult[20]? 8'b1111_1111   :8'b0111_1111  ) 
				: {ReLUresult[20], ReLUresult[6:0]};
	Register #(.WIDTH(8)) macReg (
			.clk(clk),
			.rst(rst),
			.d(saturatedResult),
			.en(enReLU),
			.init(init),
			.q(neuronResult)
			);
endmodule
module Register #(parameter WIDTH = 8) (clk, rst, d, en, init, q);
input clk;
input rst;
input [WIDTH-1:0] d;
input en;
input init;
output reg [WIDTH-1:0] q;
	always @(posedge clk or posedge rst) begin
		if (rst)
			q <= {WIDTH{1'b0}};
		else if (init)
			q <= {WIDTH{1'b0}};
		else if (en)
			q <= d;
	end
endmodule
module SignMagnitudeAdder #(parameter WIDTH_A = 32, parameter WIDTH_B = 32, parameter WIDTH_RESULT = 32) (A, B, result);
input [WIDTH_A - 1:0] A;
input [WIDTH_B - 1:0] B;
output [WIDTH_RESULT - 1:0] result;
	assign result[WIDTH_RESULT-2:0] = (A[WIDTH_A-1] ~^ B[WIDTH_B-1])? A[WIDTH_A-2:0] + B[WIDTH_B-2:0]  
				:(A[WIDTH_A-2:0] > B[WIDTH_B-2:0])? A[WIDTH_A-2:0] - B[WIDTH_B-2:0]  
				: B[WIDTH_B-2:0] - A[WIDTH_A-2:0];  
	assign result[WIDTH_RESULT-1] = (A[WIDTH_A-1] ~^ B[WIDTH_B-1])? A[WIDTH_A-1]
				:(A[WIDTH_A-2:0] > B[WIDTH_B-2:0])? A[WIDTH_A-1]
				: B[WIDTH_B-1];
endmodule 
</file>
<file path="flow/run.sh">
#!/bin/bash
# OpenROAD 26Q1-2900-gdf79404cd8, Yosys 0.63+post, stock flow scripts
make -C /OpenROAD-flow-scripts/flow DESIGN_CONFIG=/design/flow/config.mk WORK_HOME=/design/flow/orfs finish
</file>
<file path="flow/config.mk">
export PLATFORM = sky130hd
export DESIGN_NAME = NeuralNetwork
export DESIGN_NICKNAME = NeuralNetwork
export VERILOG_FILES = /design/flow/design.v
export SDC_FILE = /design/flow/constraint.sdc
export NUM_CORES = 4
export LEC_CHECK = 1
export CORE_AREA = 10 10 199 199
export DIE_AREA = 0 0 209 209
export SYNTH_MEMORY_MAX_BITS = 65536
</file>
<file path="flow/constraint.sdc">
current_design NeuralNetwork

set clk_period 2.2
set clk_io_pct 0.2

create_clock -name clk0 -period $clk_period [get_ports {clk}]

set non_clock_inputs [all_inputs -no_clocks]
set_input_delay [expr $clk_period * $clk_io_pct] -clock clk0 $non_clock_inputs
set_output_delay [expr $clk_period * $clk_io_pct] -clock clk0 [all_outputs]
</file>
==> impl_metrics.py <==
# Auto-generated metrics
metrics = {
    "outcome": {
        "outcome": "completed",
    },
    "pwr": {
        "ir_drop_v": 0.000289,
        "power_switching_share_pct": 17.7,
        "p_sw_mw": 0.121,
        "power_frac_seq_pct": 45.7,
        "p_leak_nw": 0.480,
        "combinationalPowerShare_pct": 1.7,
        "internal_power_mw": 0.563,
        "p_clk_share_pct": 52.6,
        "p_per_area_nw_per_um2": 429,
    },
    "synth": {
        "yosys-stat-cells": 99,
        "logic_family": "simple AND/OR/NAND/NOR gates",
        "yosysWarnings": 8,
        "mux_share_pct": 1.21,
        "ys_types": 31,
        "synth.avg_cell_area_um2": 9.43,
        "ys_sh_xor_pct": 2.82,
        "top_cell_area_share_pct": 45.6,
        "compound_area_share_pct": 17.2,
        "yosys-stat-area_um2": 933,
        "simple_gate_share_pct": 20.5,
        "syn_area_um2": 933,
        "top_area_cell": "dfrtp_1",
        "postSynthSeqShare_pct": 45.6,
        "synth-adder-area-share_pct": 5.36,
        "synthCells": 99,
        "ys.flops": 17,
        "synthTopCellsByArea": "dfrtp_1 46%, nand2_1 5.6%, ha_1 5.4%",
    },
    "route": {
        "ant_nets": 0,
        "via_count": 682,
        "top_layer": "met4",
        "drt_iter0_drc": 9,
        "wl_met2_um": 695,
        "routed_wl_mm": 1.69,
        "n_antenna_cell": 0,
        "met1_length_um": 901,
        "vias_per_cell": 1.21,
        "wl_met3_um": 73,
        "drc": 0,
        "dr.pass1.iters": 2,
        "wl_per_cell_um": 2.98,
    },
    "placement": {
        "port_buffers": 3,
        "place_area_um2": 1510,
        "place_hpwl_mm": 1.23,
        "gp_congestion": 0.739,
    },
    "timing": {
        "finalHoldViolations": 0,
        "fin_worst_skew_ps": 3.28,
        "setup_viol": 0,
        "rsz0062_at_grt": "false",
        "final.min_clock_period_ps": 2020,
        "drv_slew": 0,
        "post-route-period-util_pct": 92.0,
        "fmax_ghz": 0.494,
        "fin_tns_setup_ps": 0,
    },
    "cells_and_area": {
        "fillCellCount": 4195,
        "fin_util_pct": 4.51,
        "syn2layout_area_growth_pct": 71.2,
        "drive_gt1_share_pct": 10.6,
        "layout.area.comb_um2": 459,
        "design_area_um2": 1600,
        "regArea_um2": 427,
    },
    "die": {
        "coreArea_um2": 35400,
        "rows": 69,
        "fp.dieW_um": 209,
        "die_y_um": 209,
        "die-area_um2": 43700,
        "io_pins": 504,
        "initCoreUtil_pct": 2.64,
    },
    "cts": {
        "cts_root_buffer": "clkbuf_16",
        "clk_transition_reported_paths_ps": 50,
        "cts_tree": "built",
        "cts_sinks": 17,
        "cts_hold_repair.buffers": 0,
        "h-tree-depth": 1,
        "clock_latency_ps": 250,
        "cts_setup_buffers": 0,
        "cts_buffers": 3,
        "cts_buffer_depth": 2,
        "cts_resized": 0,
    },
    "global_routing": {
        "grt_max_degree": 18,
        "antenna_found_initial": 0,
        "overflow": 0,
        "grt_pass1_wl_mm": 3.00,
        "globalRouteTotalUtil_pct": 0.774,
        "first_global_vias": 687,
    },
    "worst_setup_path": {
        "arrival_ps": 1580,
        "start_kind": "flop",
        "worst-setup-path-type": "flop to output port",
        "path_max_fanout": 5,
        "cp-end-kind": "output port",
        "cp.required_ps": 1760,
    },
    "job": {
        "warnings": 523,
        "maxCapViolations": 0,
    },
    "min_path": {
        "hold_path.class": "flop to flop",
    },
}
power by group through the flow:
stage / Clock [mW] / Sequential [mW] / Combinational, mW
4_1_cts: 0.366 / 0.313 / 0.0132
5_1_grt: 0.381 / 0.313 / 0.0140
6_report: 0.360 / 0.313 / 0.0117
Yosys cell counts:
master	number
o31ai_1	4
o21ai_0	9
or3_1	1
mux2_2	1
nor3b_4	1
a41oi_2	1
a21oi_1	6
nor2_1	3
inv_1	5
o22ai_1	2
nand3_1	5
nand2_1	14
nand2_2	1
nor3_1	2
ha_1	4
o221ai_1	1
buf_4	4
buf_2	1
a31oi_1	2
and4_1	1
and3_1	3
buf_6	1
and3_2	1
xnor2_1	1
o21ai_1	1
xor2_1	2
nor3b_1	1
conb_1	1
and2_1	1
dfrtp_1	17
nand4_1	2
layer usage:
layer,global-route usage (%),vias up
met2,1.24,12
li1,-,361
met1,1.02,307
met4,0.0992,0
met5,0,-
met3,0.243,2
stage by stage:
step / power, mW / worst slack, ps / std cells / hold slack [ps]
finish: 0.685 / 176 / 565 / 513
CTS: 0.692 / 96.6 / 565 / 509
global placement: 0.332 / 362 / 561 / 495
detailed placement: 0.332 / 375 / 561 / 494
global route: 0.708 / 18.0 / 565 / 530
floorplan: 0.328 / 918 / 102 / 366
state kept, by name (all words and copies together), names as in the netlist:
| signal | cells |
|---|---|
| controller.stateReg.q | 5 |
| datapath.counter62.count | 6 |
| datapath.counter30.count | 6 |
path summary, 6_finish.rpt:
kind	start	end	slack (ps)	depth (start not counted)
max	controller.stateReg.q[0]$_DFF_PP0_	ready	180	3
min	datapath.counter30.count[3]$_DFFE_PP0P_	datapath.counter30.count[3]$_DFFE_PP0P_	510	1
max reg2reg	controller.stateReg.q[4]$_DFF_PP0_	datapath.counter62.count[3]$_DFFE_PP0P_	730	4
min reg2reg	datapath.counter30.count[3]$_DFFE_PP0P_	datapath.counter30.count[3]$_DFFE_PP0P_	510	1
max in group asynchronous	rst	controller.stateReg.q[0]$_DFF_PP0_	1430	3
min in group asynchronous	rst	datapath.counter30.count[2]$_DFFE_PP0P_	570	3
placed cells by master (no fill, tap or decap), drive strengths merged:
cell type and instances:
dfrtp 17, nand2 15, o21ai 10, a21oi 6, inv 5, nand3 5, o31ai 4, ha 4
conb 4, and3 4, clkbuf 4, nor2 3, clkdlybuf4s50 3, o22ai 2, a31oi 2, nand4 2
xor2 2, nor3b 2, nor3 2, and4 1, or3 1, and2 1, o221ai 1, a41oi 1
mux2 1, xnor2 1, buf 1
cell families (layout without fill, tap and decap cells):
family          count (synthesis)  after routing
compound gates                 26             26
xor+xnor                        3              3
fa+ha+maj                       4              4
buf+inv                        11             13
flops                          17             17
mux                             1              1
other cells                     1              4
simple gates                   36             36
layout make-up:
type                       count  share of cell area [%]
sequential                    17                    26.7
clock buffer                   4                    4.93
inverter                       5                    1.17
tap                          461                    36.1
multi-input combinational     74                    28.7
timing repair buffer           4                    2.35
critical path, stage by stage, from the launching register on:
cell and delay (ps):
dfrtp_2 450, nor3_2 200, nor3b_1 190, clkdlybuf4s50_1 490
No activity file was given, so power comes from the tool's default toggle rates.
